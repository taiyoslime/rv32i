`/design/flow/design.v`:
```
module alu(
	input logic [5:0] alucode,
	input logic [31:0] op1,
	input logic [31:0] op2,
	output logic [31:0] alu_result,
	output logic br_taken
	);
	always_latch begin
		case (alucode)
		6'd17, 6'd9, 6'd10, 6'd11, 6'd12, 6'd13, 6'd14, 6'd15, 6'd16: begin
			alu_result = op1 + op2;
			br_taken = 1'b0;
		end
		6'd18: begin
			alu_result = op1 - op2;
			br_taken = 1'b0;
		end
		6'd24: begin
			alu_result = op1 <<  op2[4:0];  
			br_taken = 1'b0;
		end
		6'd19: begin
			alu_result = {31'b0, $signed(op1) < $signed(op2)};
			br_taken = 1'b0;
		end
		6'd20: begin
			alu_result = {31'b0, op1 < op2};
			br_taken = 1'b0;
		end
		6'd21: begin
			alu_result = op1 ^ op2;
			br_taken = 1'b0;
		end
		6'd25: begin
			alu_result = op1 >> op2[4:0];  
			br_taken = 1'b0;
		end
		6'd26: begin
			alu_result = $signed(op1) >>> $signed(op2[4:0]);  
			br_taken = 1'b0;
		end
		6'd22: begin
			alu_result = op1 | op2;
			br_taken = 1'b0;
		end
		6'd23: begin
			alu_result = op1 & op2;
			br_taken = 1'b0;
		end
		6'd0: begin
			alu_result = op2;
			br_taken = 1'b0;
		end
		6'd1: begin
			alu_result = op2 + 32'h4;
			br_taken = 1'b1;
		end
		6'd2: begin
			alu_result = op2 + 32'h4;
			br_taken = 1'b1;
		end
		6'd3, 6'd4, 6'd5, 6'd6, 6'd7, 6'd8: begin
			alu_result = 32'b0;
			case (alucode)
				6'd3: br_taken = op1 == op2 ? 1'b1 : 1'b0;
				6'd4: br_taken = op1 == op2 ? 1'b0 : 1'b1;
				6'd5: br_taken = $signed(op1) < $signed(op2) ?  1'b1 : 1'b0;
				6'd6: br_taken = $signed(op1) < $signed(op2) ? 1'b0 : 1'b1;
				6'd7: br_taken = op1 < op2 ? 1'b1 : 1'b0;
				6'd8: br_taken = op1 < op2 ?  1'b0 : 1'b1;
				default: ;
			endcase
		end
		default: ;
		endcase
	end
endmodule
module execute(
	input logic clk,
	input logic [31:0] pc,
	input logic [5:0] alucode,
	input logic [1:0] aluop1_type,
	input logic [1:0] aluop2_type,
	input logic [31:0] rs1,
	input logic [31:0] rs2,
	input logic [31:0] imm,
	output logic [31:0] pc_next,
	output logic [31:0] alu_result
	);
	logic [31:0] op1;
	logic [31:0] op2;
	logic br_taken;
	logic [31:0] alu_result_rg;
	alu alu(
		.alucode,
		.op1,
		.op2,
		.alu_result(alu_result_rg),
		.br_taken
	);
	always_latch begin
		case(aluop1_type)
			2'd1: op1 = rs1;
			2'd2: op1 = imm;
			2'd3: op1 = pc;
			default: ;
		endcase
		case(aluop2_type)
			2'd1: op2 = rs2;
			2'd2: op2 = imm;
			2'd3: op2 = pc;
			default: ;
		endcase
	end
	always_ff @(posedge clk) begin
		alu_result <= alu_result_rg;
		if (br_taken == 1'b1) begin
			pc_next <= alucode != 6'd2 ? pc + imm : rs1 + imm;
		end else begin
			pc_next <= pc + 32'b100;
		end
	end
endmodule
```
`/design/flow/run.sh`:
```
#!/bin/bash
# OpenROAD 26Q1-2900-gdf79404cd8, Yosys 0.63+post, stock flow scripts
make -C /OpenROAD-flow-scripts/flow DESIGN_CONFIG=/design/flow/config.mk WORK_HOME=/design/flow/orfs finish
```
`/design/flow/config.mk`:
```
export PLATFORM = sky130hd
export DESIGN_NAME = execute
export DESIGN_NICKNAME = execute
export VERILOG_FILES = /design/flow/design.v
export SDC_FILE = /design/flow/constraint.sdc
export NUM_CORES = 4
export LEC_CHECK = 1
export CORE_UTILIZATION = 40
```
`/design/flow/constraint.sdc`:
```
current_design execute

set clk_period 12.0
set clk_io_pct 0.2

create_clock -name clk0 -period $clk_period [get_ports {clk}]

set non_clock_inputs [all_inputs -no_clocks]
set_input_delay [expr $clk_period * $clk_io_pct] -clock clk0 $non_clock_inputs
set_output_delay [expr $clk_period * $clk_io_pct] -clock clk0 [all_outputs]
```
==> run notes <==
impl run done, here's what came out: result of the run finished, final reports clean, boundary pin count 203, P_sw 0.0003994 W, global-route wire length before repair 103,300 um, unrepaired setup endpoints after global routing false, leakage dissipation 7.875 nW, number of port buffers 202, CTS tree yes, die height 203.9 um, critical path data required time 12.25 ns, die outline area 41,560 um2, number of hold buffers added after cts 0, violation count after the first detailed-routing iteration 1,549, Setup crit start kind input port, final design instance area without fill 18,990 um2, classification of the worst setup path input port to flop, Rel. slew slack 0.3501, cell count after synthesis 2,199, Final Hold Violation Tally 0, Post-synth ARST share 0, number of logged tool warnings 90, final core utilization 0.4757, number of synthesized flops with an enable pin 0, register pins left without a clock 97, total internal power 0.0006568 W, worst hold path class input port to flop, global-route usage over all layers 0.3379, post-CTS repair timing setup buffer count 0, endpoints left unconstrained 129, floorplan-stage core utilization 0.4083, share of total power in sequential cells 0.265, synth warn 2, final number of max-transition violations 0, final worst-path cycle share 0.6250, DRC violations left 0, met2 wire length 28,860 um, combinational power share 0.443, Avg Vias per Cell 6.177, Clock H-tree levels 3, Gates resized, CTS repair 0, flip-flop cell with the highest count after synthesis sky130_fd_sc_hd__dlxtn_1, total cell area at the placement stage 18,660 um2, arrival time at the worst endpoint 7.75 ns, drt wl/cell 24.37 um, Highest Clock Rate 133.3 MHz, Synth top area share 0.09980, area inside the core boundary 39,910 um2, number of cells in the yosys synthesis report 2,199, final estimated routing congestion in global placement 1.053, Routed met3 length 5855 um, wire length on met1 32,110 um, Cell Count, Final, Fillers Out 2,830, number of different library cells in the post-synthesis netlist 96, Reg clk slew, reported paths 0.07 ns, number of filler instances in the final layout 3,904, cell type with the largest total area after synthesis sky130_fd_sc_hd__ha_1, yosys-reported design area after synthesis 16,300 um2, Routed Wire Length 68,960 um, Overflow after GRT 0, final critical delay including setup and external delays 7.500 ns, crit path max fanout 32, Post-Synthesis Mean Instance Area 7.412 um2, vias in the first global route 16.34k, pin count of the biggest net entering global routing 84, critical path capture point type flop, switching power as a share of total power 0.3781, ranking of synthesized cells by area sky130_fd_sc_hd__ha_1 (10%), sky130_fd_sc_hd__dlxtn_1 (9.0%), sky130_fd_sc_hd__dfxtp_1 (7.9%), Worst VDD drop 74.05 uV, fraction of layout cells with a size suffix above 1 0.07682, highest routing layer actually used met4, clock power share 0.292, Die Wd 203.9 um, transition time at the pin with the least slew margin 0.9691 ns, total design power 0.001056 W, signed area change from the synthesized netlist to the final layout 16.51%, number of flip-flops and latches in the synthesized netlist 161, total of endpoints with negative setup slack in the final report 0, pwr dens 55.63 nW/um2, Rows 73, vias 17.48k, clock buffer count from CTS 9, DP Cell Count 2,813, number of buffers between clock root and the deepest sink 2, count of TritonRoute iterations in the first routing pass 5, sum of negative setup slack 0 ns, Netlist Area Pre-Place 16,300 um2, antenna violations before repair 1, count of antenna-violating nets left after detailed routing 0, CTS root buffer sky130_fd_sc_hd__clkbuf_16, dpl hpwl 53,940 um, max_cap viols 0
==> cells by family (layout without fill, tap and decap cells) <==
group | Yosys count | in the layout | share of synthesized area
other | 0 | 1 | 0
DFF | 64 | 64 | 0.07861
adders and majority gates | 133 | 133 | 0.1035
buffers and inverters | 265 | 370 | 0.06349
muxes | 202 | 202 | 0.1559
latches | 97 | 97 | 0.08958
AOI/OAI and AO/OA | 700 | 700 | 0.2780
and+or+nand+nor | 657 | 657 | 0.1876
xor gates and xnor gates | 81 | 81 | 0.04353
==> through the flow <==
| stage | hold slack (ns) | setup WS (ns) |
|---|---|---|
| 4_1_cts | 2.711 | 4.499 |
| 6_report | 2.741 | 4.500 |
| 2_1_floorplan | 2.495 | 5.399 |
| 3_5_place_dp | 3.055 | 4.130 |
| 5_1_grt | 2.768 | 4.180 |
| 3_3_place_gp | 3.060 | 4.169 |
==> cell type report <==
class                   instances  area, um2  share of cell area
repair buffers                242       2302              0.1212
multi-input cells            1773      12540              0.6603
well taps                     525      656.9             0.03459
diodes                          1      2.502           0.0001318
flip-flops and latches        161       2746              0.1446
inverters                     112      420.4             0.02214
clock inverters                 5      80.08            0.004217
clock buffers                  11      242.7             0.01278
==> final timing paths <==
kind                        from                  end  slack [ns]  cells after the start
worst max-delay path  alucode[0]  pc_next[30]$_DFF_P_        4.50                     17
worst min-delay path       pc[0]   pc_next[0]$_DFF_P_        2.74                      2
==> cells in the mapped netlist (13+ instances only) <==
| cell type | n |
|---|---|
| sky130_fd_sc_hd__nand2b_1 | 26 |
| sky130_fd_sc_hd__dlxtn_1 | 97 |
| sky130_fd_sc_hd__nand4_1 | 26 |
| sky130_fd_sc_hd__o31ai_1 | 16 |
| sky130_fd_sc_hd__nand3_1 | 47 |
| sky130_fd_sc_hd__mux4_2 | 37 |
| sky130_fd_sc_hd__o21bai_1 | 18 |
| sky130_fd_sc_hd__buf_1 | 21 |
| sky130_fd_sc_hd__a22oi_1 | 23 |
| sky130_fd_sc_hd__ha_1 | 130 |
| sky130_fd_sc_hd__a21o_1 | 26 |
| sky130_fd_sc_hd__a211oi_1 | 26 |
| sky130_fd_sc_hd__nor3_1 | 50 |
| sky130_fd_sc_hd__nor2_1 | 271 |
| sky130_fd_sc_hd__mux2i_1 | 120 |
| sky130_fd_sc_hd__o22ai_1 | 25 |
| sky130_fd_sc_hd__mux2_2 | 45 |
| sky130_fd_sc_hd__a21oi_1 | 233 |
| sky130_fd_sc_hd__a31oi_1 | 16 |
| sky130_fd_sc_hd__nor2b_1 | 16 |
| sky130_fd_sc_hd__buf_2 | 20 |
| sky130_fd_sc_hd__xnor2_1 | 59 |
| sky130_fd_sc_hd__inv_1 | 110 |
| sky130_fd_sc_hd__clkbuf_1 | 109 |
| sky130_fd_sc_hd__nand2_1 | 142 |
| sky130_fd_sc_hd__dfxtp_1 | 64 |
| sky130_fd_sc_hd__o211ai_1 | 18 |
| sky130_fd_sc_hd__o21ai_0 | 136 |
| sky130_fd_sc_hd__xor2_1 | 22 |
| sky130_fd_sc_hd__a221oi_1 | 35 |
| sky130_fd_sc_hd__o2111ai_1 | 13 |
==> cells in the final DEF, fill, tap and decap left out, drive strengths merged, types with 35 or more instances in the layout <==
cell type	count
nor2	271
a21oi	233
clkdlybuf4s50	198
nand2	142
o21ai	139
ha	130
mux2i	120
inv	111
dlxtn	97
dfxtp	64
xnor2	59
nor3	53
nand3	47
mux2	45
buf	44
mux4	37
a221oi	35
==> routing by layer <==
metal  global-route usage  vias up
met5                    0        -
li1                     -     8281
met4              0.08727        0
met1               0.5205     8292
met3              0.05880       85
met2               0.4897      823
==> sequential cells by signal, indices dropped and copies added, names as in the netlist <==
name            flops
alu.alu_result     32
pc_next            32
op1                32
alu_result         32
op2                32
alu.br_taken        1
==> worst max-delay path, cell delays in order <==
cell and delay [ns]:
sky130_fd_sc_hd__clkdlybuf4s50_1 1.00, sky130_fd_sc_hd__nor2b_1 0.32, sky130_fd_sc_hd__nand2_1 0.19, sky130_fd_sc_hd__buf_4 0.41, sky130_fd_sc_hd__mux2_2 0.39, sky130_fd_sc_hd__ha_1 0.23
sky130_fd_sc_hd__fa_1 0.41, sky130_fd_sc_hd__a21oi_1 0.18, sky130_fd_sc_hd__o21ai_0 0.17, sky130_fd_sc_hd__o31ai_1 0.39, sky130_fd_sc_hd__nand2_1 0.17, sky130_fd_sc_hd__a31oi_1 0.44
sky130_fd_sc_hd__a311oi_1 0.27, sky130_fd_sc_hd__a211o_1 0.32, sky130_fd_sc_hd__a21oi_1 0.18, sky130_fd_sc_hd__xor2_1 0.18, sky130_fd_sc_hd__mux2i_1 0.09
==> power by group through the flow <==
stage     clock [W]  combinational [W]  sequential (W)
6_report   0.000309           0.000468        0.000280
5_1_grt    0.000324           0.000510        0.000283
4_1_cts    0.000320           0.000462        0.000280
Power and IR drop assume default switching activity.
