===== ./run.sh =====
#!/bin/bash
# OpenROAD 26Q1-2900-gdf79404cd8, Yosys 0.63+post, stock flow scripts
make -C /OpenROAD-flow-scripts/flow DESIGN_CONFIG=/design/flow/config.mk WORK_HOME=/design/flow/orfs finish

===== ./config.mk =====
export PLATFORM = sky130hd
export DESIGN_NAME = regfile
export DESIGN_NICKNAME = regfile
export VERILOG_FILES = /design/flow/design.v
export SDC_FILE = /design/flow/constraint.sdc
export NUM_CORES = 4
export LEC_CHECK = 1
export CORE_UTILIZATION = 50

===== ./design.v =====
module regfile(
	input logic clk,
	input logic reg_we,
	input logic [4:0] rd_src,
	input logic [31:0] rd,
	input logic [4:0] rs1_src,
	input logic [4:0] rs2_src,
	output logic [31:0] rs1,
	output logic [31:0] rs2
	);
	integer i;
	logic [31:0] register [0:31];
	assign rs1 = register[rs1_src];
	assign rs2 = register[rs2_src];
	initial begin
		register[5'b0] = 32'b0;
	end
	always_ff @( posedge clk) begin
	    if (reg_we == 1'b1 && rd_src != 5'b0) begin
			register[rd_src] <= rd;
		end
	end
endmodule

===== ./constraint.sdc =====
current_design regfile

set clk_period 6.0
set clk_io_pct 0.2

create_clock -name clk0 -period $clk_period [get_ports {clk}]

set non_clock_inputs [all_inputs -no_clocks]
set_input_delay [expr $clk_period * $clk_io_pct] -clock clk0 $non_clock_inputs
set_output_delay [expr $clk_period * $clk_io_pct] -clock clk0 [all_outputs]

==> results_tabular.tex <==
% Auto-generated results table
\begin{tabular}{lr}
\hline
Metric & Value \\
\hline
\multicolumn{2}{l}{\textbf{Outcome}} \\
\quad Outcome & finished, final reports clean \\
\multicolumn{2}{l}{\textbf{Floorplan}} \\
\quad Die footprint & 98800 um\^{}2 \\
\quad Number of core rows & 114 \\
\quad Placeable core region & 96700 um\^{}2 \\
\quad Die Ht & 314 um \\
\quad I/O pin count & 113 \\
\quad Die outline width & 314 um \\
\quad Core Util at FP & 50.4\% \\
\multicolumn{2}{l}{\textbf{Power and ir drop}} \\
\quad Internal power & 12.6 mW \\
\quad Peak supply drop & 0.238 mV \\
\quad Part of the total power dissipated in sequential elements & 49.0\% \\
\quad Net Switching & 3.75 mW \\
\quad Post-route total power & 16.4 mW \\
\quad Standby leakage power & 20.7 nW \\
\quad Combinational Power Share & 9.4\% \\
\quad Proportion of total power due to net switching & 22.9\% \\
\quad Pwr per Cell Area & 293 nW/um\^{}2 \\
\quad Clock Power Share & 41.5\% \\
\multicolumn{2}{l}{\textbf{Yosys}} \\
\quad Fraction of the yosys area taken by sequential cells & 63.1\% \\
\quad Share of Yosys cell area claimed by the top area cell type & 63.1\% \\
\quad Post-synth EDFFs & 1024 \\
\quad Post-synthesis instance area & 48800 um\^{}2 \\
\quad Chip area estimate from yosys synthesis & 48800 um\^{}2 \\
\quad Synth warnings & 1 \\
\quad Asr flop ratio synth & 0\% \\
\quad Cell type with the largest total area after synthesis & edfxtp\_1 \\
\quad Number of cell instances after yosys synthesis & 3386 \\
\quad Dominant synthesized flop cell & edfxtp\_1 \\
\quad Synth Instances & 3386 \\
\quad Largest cells by area & edfxtp\_1, mux2i\_1, a22oi\_1 \\
\quad Count of cell types in the netlist & 24 \\
\quad Synth top cells by count & edfxtp\_1, mux2i\_1, nand2\_1 \\
\quad Synthesized area per cell & 14.4 um\^{}2 \\
\quad Post-synth regs & 1024 \\
\multicolumn{2}{l}{\textbf{Placed design}} \\
\quad Number of instances in the placed design & 4716 \\
\quad Minimum setup slack after placement & 707 ps \\
\quad Gp weighted congestion & 0.878 \\
\quad Instance area after placement & 52100 um\^{}2 \\
\quad Port buffer count & 112 \\
\quad DP HPWL & 86.7 mm \\
\multicolumn{2}{l}{\textbf{Setup path}} \\
\quad Buffer-and-inverter tally for the worst setup path & 3 \\
\quad Critical path start-end classification & in -> out \\
\quad Data arrival time of the worst path & 4160 ps \\
\quad Crit path max fanout & 23 \\
\quad Type of destination of the critical path & output pin \\
\quad Cell with the largest stage delay on the worst path & clkdlybuf4s50\_1 \\
\quad Worst setup SP type & input pin \\
\quad Largest delay contributor family on the critical path & buffers and inverters \\
\quad Slowest Stage Delay on Critical Path & 620 ps \\
\quad Most frequent cell on the critical path & clkdlybuf4s50\_1 \\
\quad Cell breakdown of the critical path & clkdlybuf4s50\_1, nor2b\_4, buf\_4, a22o\_1, nor3\_1, a31oi\_1, nand3\_1, clkdlybuf4s50\_1 \\
\quad Required time of the critical path & 4800 ps \\
\quad CP Launch Point & rs2\_src[2] \\
\multicolumn{2}{l}{\textbf{Timing}} \\
\quad Setup violation total in the final timing report & 0 \\
\quad Share of the clock period used by the worst path & 89.4\% \\
\quad Period minus WS final & 5360 ps \\
\quad Final setup TNS & 0 ps \\
\quad Max Freq & 187 MHz \\
\quad Relative slew margins & 33.9\% \\
\quad Setup repair after global routing missed its margin & no \\
\quad Final Worst Setup Slack & 638 ps \\
\quad Worst-case hold slack & 1320 ps \\
\quad Slew at the pin closest to its max-slew limit & 988 ps \\
\quad Final-report hold violation count & 0 \\
\quad Number of pins exceeding their max-slew limit in the final report & 0 \\
\multicolumn{2}{l}{\textbf{Cells and area}} \\
\quad Utilization after layout & 57.6\% \\
\quad Footprint of the multi-input gates & 16900 um\^{}2 \\
\quad Area added between synthesis and finish & 14.3\% \\
\quad Layout Cell Area excl Fill & 55700 um\^{}2 \\
\quad Count of placed standard cells in the final layout, fillers left out & 4915 \\
\quad Number of flip-flops in the largest register & 1024 \\
\quad Number of filler cells placed in the layout & 7259 \\
\quad Largest registers & register (1024) \\
\quad Share of cells above drive strength 1 & 10.3\% \\
\quad Largest register by flop count & register \\
\quad Storage cell area & 30700 um\^{}2 \\
\multicolumn{2}{l}{\textbf{Clock tree}} \\
\quad Buffers from clock root to sink, at most & 3 \\
\quad Number of clock buffers inserted by TritonCTS & 109 \\
\quad Post-CTS Setup Bufs & 0 \\
\quad CTS-repair resized insts & 0 \\
\quad CTS Sinks & 1024 \\
\quad Clk pin slew, worst setup/hold paths & 60 ps \\
\quad Quantity of hold-fixing buffers added after cts & 0 \\
\quad Root buffer cell & clkbuf\_16 \\
\quad TritonCTS clock tree & yes \\
\quad CTS HTree Levels & 3 \\
\multicolumn{2}{l}{\textbf{Hold path}} \\
\quad Worst min path class & in -> reg \\
\quad Worst hold path startpoint & rd[3] \\
\quad Destination of the worst hold path & register[1][3] \\
\quad Hold Crit Depth & 2 \\
\multicolumn{2}{l}{\textbf{Global routing}} \\
\quad Number of global-route vias before repair & 32937 \\
\quad Overall track demand over capacity in global routing & 33.7\% \\
\quad Aggregate global routing overflow & 0 \\
\quad First-pass GRT wire length & 218 mm \\
\quad Pin count of the biggest net entering global routing & 84 \\
\quad Initial antenna violation count & 3 \\
\multicolumn{2}{l}{\textbf{Route}} \\
\quad Number of antenna cells inserted & 0 \\
\quad Total DRC errors in the routed layout & 0 \\
\quad Average vias per placed instance & 6.34 \\
\quad Routed WL per cell & 30.7 um \\
\quad First-pass iteration count of the detailed router & 6 \\
\quad Routed via count & 31160 \\
\quad Post-DRT Antenna Nets & 0 \\
\quad Drt initial violations & 2335 \\
\quad DRT Wirelength & 151 mm \\
\multicolumn{2}{l}{\textbf{Job}} \\
\quad OpenROAD warning count & 26 \\
\quad Total of max-cap violations & 0 \\
\hline
\end{tabular}
-- power groups by stage --
stage	Sequential, mW	Combinational, mW	Clock (mW)
final	8.02	1.54	6.79
after global routing	8.03	1.64	7.16
after CTS	8.02	1.53	6.88
-- per-layer routing --
layer	vias to the layer above	part of all wire, %	GRT usage [%]
met5	-	0.21	2.90
met4	12	2.8	7.71
met3	262	17	24.2
met2	1904	45	47.1
met1	15276	35	44.8
li1	13706	-	-
-- worst max-delay path by stage --
stage     slack [ps]  depth (start not counted)      end
6_report         640                          8  rs2[17]
5_1_grt          550                          8  rs1[10]
4_1_cts          690                          9  rs2[23]
-- placed cells by master, fill, tap and decap left out, types with 5 or more instances in the layout --
master	count
buf_4	120
clkbuf_1	19
a21oi_1	192
clkinv_1	22
clkbuf_16	112
nand3_1	194
clkinvlp_4	5
conb_1	32
mux2i_1	1024
nand2_1	193
a22oi_1	192
clkdlybuf4s50_1	110
nor3_1	64
a31oi_1	64
a22o_1	128
edfxtp_1	1024
buf_12	44
nor2_4	33
bufinv_16	15
nand3b_1	5
clkinv_2	22
-- layout make-up --
| class | count | share of cell area (%) |
|---|---|---|
| flip-flops and latches | 1024 | 55.2 |
| clock inverters | 68 | 1.30 |
| clock buffers | 131 | 5.16 |
| multi-input cells | 2140 | 30.3 |
| well taps | 1276 | 2.86 |
| repair buffers | 276 | 5.23 |
-- kinds of logic (layout without fill, tap and decap cells) --
family                 count (synthesis)  count (layout)  synth area share, %
buffers and inverters                253             475                 3.15
other                                  1              32              0.00769
AND/OR/NAND/NOR                      508             508                 4.71
multiplexers                        1024            1024                 21.0
AND-OR/OR-AND                        576             576                 8.05
flip-flops                          1024            1024                 63.1
Power figures rest on the tool's default switching activity, not on a simulated workload.
