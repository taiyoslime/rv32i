## /design/flow/config.mk

```make
export PLATFORM = sky130hd
export DESIGN_NAME = uart
export DESIGN_NICKNAME = uart
export VERILOG_FILES = /design/flow/design.v
export SDC_FILE = /design/flow/constraint.sdc
export NUM_CORES = 4
export LEC_CHECK = 1
export CORE_UTILIZATION = 40
```

## /design/flow/constraint.sdc

```tcl
current_design uart

set clk_period 4.6
set clk_io_pct 0.2

create_clock -name clk0 -period $clk_period [get_ports {sys_clk_i}]

set non_clock_inputs [all_inputs -no_clocks]
set_input_delay [expr $clk_period * $clk_io_pct] -clock clk0 $non_clock_inputs
set_output_delay [expr $clk_period * $clk_io_pct] -clock clk0 [all_outputs]
```

## /design/flow/design.v

```verilog
module uart(
   uart_tx,      
   uart_wr_i,    
   uart_dat_i,   
   sys_clk_i,    
   sys_rstn_i     
);
  input uart_wr_i;
  input [7:0] uart_dat_i;
  input sys_clk_i;
  input sys_rstn_i;
  output uart_tx;
  reg [3:0] bitcount;
  reg [8:0] shifter;
  reg uart_tx;
  wire uart_busy = |bitcount[3:1];
  wire sending = |bitcount;
  reg [28:0] d;
  wire [28:0] dInc = d[28] ? (115200) : (115200 - 30000000);
  wire [28:0] dNxt = d + dInc;
  always @(posedge sys_clk_i or negedge sys_rstn_i) begin
    if (!sys_rstn_i) begin
        d <= 29'b0;
    end else begin
        d <= dNxt;
    end
  end
  wire ser_clk = ~d[28];  
  always @(posedge sys_clk_i or negedge sys_rstn_i)
  begin
    if (!sys_rstn_i) begin
      uart_tx <= 1;
      bitcount <= 0;
      shifter <= 0;
    end else begin
      if (uart_wr_i & ~uart_busy) begin
        shifter <= { uart_dat_i[7:0], 1'h0 };
        bitcount <= (1 + 8 + 2);
      end
      if (sending & ser_clk) begin
        { shifter, uart_tx } <= { 1'h1, shifter };
        bitcount <= bitcount - 1;
      end
    end
  end
endmodule
```

## /design/flow/run.sh

```bash
#!/bin/bash
# OpenROAD 26Q1-2900-gdf79404cd8, Yosys 0.63+post, stock flow scripts
make -C /OpenROAD-flow-scripts/flow DESIGN_CONFIG=/design/flow/config.mk WORK_HOME=/design/flow/orfs finish
```

==> impl_metrics.sql <==
-- load yosys + openroad results
INSERT INTO impl_metrics (metric_group, metric, value, unit) VALUES
('run_status', 'status', 'complete, no violations', ''),
('clock_network', 'clock_tree_from_tritoncts', 'yes', ''),
('route', 'n_antenna_cell', '0', ''),
('final_timing', 'finalClockPeriodUsage', '52.04', '%'),
('final_timing', 'fin_ws', '2.206', 'ns'),
('placed_design', 'pre_cts_ws', '2.223', 'ns'),
('synthesis', 'ys.warnings.count', '1', ''),
('power', 'clock_power_share', '36.5', '%'),
('route', 'detailed_route_drc_error_count', '0', ''),
('finish', 'area_growth', '15.48', '%'),
('synthesis', 'syn-mean-instance-area', '10.14', 'um^2'),
('global_route', 'antenna_found_initial', '0', ''),
('synthesis', 'synth_top_flop_cell', 'sky130_fd_sc_hd__dfrtp_1', ''),
('synthesis', 'ys_top_cells_by_area', 'sky130_fd_sc_hd__dfrtp_1 44%, sky130_fd_sc_hd__ha_1 9.4%, sky130_fd_sc_hd__xnor2_1 5.3%, sky130_fd_sc_hd__o21ai_0 4.0%, sky130_fd_sc_hd__a21oi_1 3.8%', ''),
('synthesis', 'synth_cell_types', '40', ''),
('synthesis', 'synth-area-yosys', '1997', 'um^2'),
('power', 'total_leakage_power', '0.9792', 'nW'),
('power', 'swShare', '23.25', '%'),
('final_timing', 'max_transition_viols_final', '0', ''),
('power', 'switching_pwr', '171.1', 'uW'),
('clock_network', 'clockBufferDepth', '2', ''),
('final_timing', 'fin_setup_tns', '0', 'ns'),
('clock_network', 'post_cts.resized_instances', '0', ''),
('placed_design', 'globalplace.congestion', '0.9130', ''),
('synthesis', 'synth.cell_area', '1997', 'um^2'),
('final_timing', 'clock_skew', '0.007155', 'ns'),
('hold_path', 'holdCritPathClass', 'flip-flop to flip-flop', ''),
('final_timing', 'timing_worst_slew_pin_value', '0.4602', 'ns'),
('synthesis', 'yosysCellCount', '197', ''),
('clock_network', 'clock_sinks', '36', ''),
('route', 'detailroute.via_count', '1419', ''),
('final_timing', 'slew_headroom', '69.29', '%'),
('final_timing', 'setup_repair_after_global_routing_missed_its_margin', 'no', ''),
('power', 'power.density_cell_area', '319.2', 'nW/um^2'),
('synthesis', 'yosysTopAreaCell', 'sky130_fd_sc_hd__dfrtp_1', ''),
('global_route', 'grt_first_pass_wirelength', '6.203', 'mm'),
('finish', 'final-seq-area', '902.1', 'um^2'),
('synthesis', 'edf_count', '0', ''),
('worst_setup_path', 'worst_setup_path_end_kind', 'flip-flop', ''),
('final_timing', 'setup_viol', '0', ''),
('floorplanning', 'fp.dieH', '72.66', 'um'),
('route', 'first_pass_iters', '4', ''),
('route', 'ant_nets', '0', ''),
('synthesis', 'post_synthesis_sequential_area_ratio', '45.18', '%'),
('finish', 'multiInputGateArea', '1047', 'um^2'),
('synthesis', 'proportion_of_synthesized_flip_flops_having_asynchronous_set_or_reset', '100.0', '%'),
('power', 'pwr-share-seq', '53.1', '%'),
('worst_setup_path', 'critical_path_required', '4.76', 'ns'),
('global_route', 'grtUsageTotal', '15.62', '%'),
('worst_setup_path', 'cp_slowest_stage_delay', '0.40', 'ns'),
('global_route', 'grt_pass1_vias', '1357', ''),
('floorplanning', 'io_pins', '12', ''),
('clock_network', 'postCtsSetupBuffers', '0', ''),
('worst_setup_path', 'worst-setup-path-type', 'flip-flop to flip-flop', ''),
('synthesis', 'top_cells_by_count', '35 x sky130_fd_sc_hd__dfrtp_1, 19 x sky130_fd_sc_hd__nand2_1, 16 x sky130_fd_sc_hd__o21ai_0', ''),
('power', 'vdd_ir_drop_max', '0.2063', 'mV'),
('worst_setup_path', 'critical_path_arrival', '2.56', 'ns'),
('global_route', 'global_route.overflow_total', '0', ''),
('route', 'detail_route.iter0.violations', '81', ''),
('worst_setup_path', 'critPathMaxFanout', '12', ''),
('final_timing', 'fin_crit', '2.394', 'ns'),
('route', 'via_per_inst', '5.032', ''),
('clock_network', 'cts.hold.buffers_added', '0', ''),
('finish', 'final.fill_count', '451', ''),
('route', 'wl_per_cell', '12.27', 'um'),
('power', 'power.internal', '564.8', 'uW'),
('route', 'drt_wl_total', '3.461', 'mm'),
('final_timing', 'achievable-frequency', '417.7', 'MHz'),
('placed_design', 'total_half_perimeter_wirelength_after_legalization_and_detailed_placement', '2.428', 'mm'),
('clock_network', 'cts_root_buf', 'sky130_fd_sc_hd__clkbuf_8', ''),
('floorplanning', 'core_util_floorplan', '42.00', '%');
[metal layers]
metal  wire length, um  up-vias  track usage, %
met5                 0        -               0
met4                23        0           1.307
met3               150        2           4.482
met2              1386       21           22.22
met1              1900      646           25.76
li1                  -      750               -
[worst paths after layout]
kind	from	cells after the start	endpoint
worst min register to register	d[24]	1	d[24]
worst max register to register	d[28]	7	d[24]
worst max-delay path	d[28]	7	d[24]
min in group asynchronous	sys_rstn_i	2	shifter[4]
worst min-delay path	d[24]	1	d[24]
max in group asynchronous	sys_rstn_i	2	uart_tx
[power by group through the flow]
stage	registers (mW)	clock network, mW	logic, mW
6_report	0.391	0.269	0.0764
5_1_grt	0.398	0.295	0.0909
4_1_cts	0.391	0.280	0.0784
[cell usage in the layout, fill, tap and decap left out, drive strengths merged, types with 3 or more instances in the layout]
cell type,netlist,final
clkbuf,3,6
a21o,3,3
mux2i,7,7
buf,1,4
inv,10,10
xor2,5,5
a21oi,15,15
nor2,9,9
o21a,5,5
nor3,4,4
nand2,19,19
a211o,3,3
ha,15,15
clkdlybuf4s50,0,10
a211oi,5,5
dfrtp,35,35
nand3,5,5
xnor2,12,12
o21ai,18,18
[state kept, by name (all words and copies together), names as in the netlist]
name / cells
d: 22
uart_tx: 1
shifter: 9
bitcount: 4
[worst max-delay path, delay by kind of cell (launching register included)]
kind,cells,cell delay (ns)
buf+inv,1,0.36
fa+ha+maj,1,0.38
xor+xnor,1,0.14
flops,1,0.40
simple gates,1,0.23
compound gates,3,0.77
[cell type report]
class,count,share of cell area (%)
multi-input cells,147,45.41
inverters,10,1.628
well taps,67,3.635
clock buffers,6,3.147
clock inverters,2,1.519
flip-flops and latches,36,39.12
repair buffers,14,5.534
[per-stage QoR]
step | power, mW | hold WS, ns | area [um^2] | std cells | util (%)
2_1_floorplan | 0.4426 | 0.4413 | 1997 | 197 | -
3_3_place_gp | 0.4735 | 0.4590 | 2198 | 274 | 46.24
3_5_place_dp | 0.4748 | 0.4613 | 2198 | 274 | 46.24
4_1_cts | 0.7496 | 0.4744 | 2306 | 282 | 48.50
5_1_grt | 0.7838 | 0.5039 | 2306 | 282 | 48.50
6_report | 0.7360 | 0.4753 | 2306 | 282 | 48.50
[kinds of logic after synthesis]
| kind of cell | synth area share [%] |
|---|---|
| adders and majority gates | 9.398 |
| DFF | 45.18 |
| xor gates and xnor gates | 7.456 |
| muxes | 4.073 |
| and+or+nand+nor | 11.15 |
| buffers and inverters | 2.694 |
| AOI/OAI and AO/OA | 20.05 |
Power and IR drop assume default switching activity.
